### config.mk
export PLATFORM = sky130hd
export DESIGN_NAME = ALU
export DESIGN_NICKNAME = ALU
export VERILOG_FILES = /design/flow/design.v
export SDC_FILE = /design/flow/constraint.sdc
export NUM_CORES = 4
export LEC_CHECK = 1
export CORE_UTILIZATION = 30
### constraint.sdc
current_design ALU

set clk_period 20.8
set clk_io_pct 0.2

create_clock -name clk0 -period $clk_period

set non_clock_inputs [all_inputs -no_clocks]
set_input_delay [expr $clk_period * $clk_io_pct] -clock clk0 $non_clock_inputs
set_output_delay [expr $clk_period * $clk_io_pct] -clock clk0 [all_outputs]
### design.v
module ALU(a,b,sign,parity,carry,overflow,zero,result,op);
input [7:0]a,b;
input [2:0]op;
output reg carry;
output reg sign,parity,overflow,zero;
output reg  [7:0]result;
parameter ADD=3'b000, SUB=3'b001 ,MUL=3'b010,DIV=3'b011,AND=3'b100,OR=3'b101,XOR=3'b110,XNOR=3'b111;
always @* 
   begin 
 case(op)
		 ADD : {carry,result} = a+b;
		 SUB : result = a-b;
		 MUL : result = a*b;
		 DIV : result = a/b;
		 AND : result = a&b;
		 OR  : result = a|b;
		 XOR : result = a^b;
		 XNOR: result = ~(a^b);
    endcase
	  sign = result[7];
	  zero = ~|result;
	  parity  = ~^result;
	  overflow =((a[7] &b[7] & ~result[7])|(~a[7] & ~b[7] & result[7]));
	 end
endmodule
### run.sh
#!/bin/bash
# OpenROAD 26Q1-2900-gdf79404cd8, Yosys 0.63+post, stock flow scripts
make -C /OpenROAD-flow-scripts/flow DESIGN_CONFIG=/design/flow/config.mk WORK_HOME=/design/flow/orfs finish
==> impl_metrics.json <==
{
  "fillers": 1174,
  "wl_per_cell_um": 15.7,
  "setup_viol": 0,
  "warnings": 51,
  "avgSynthCellArea_um2": 7.56,
  "max_freq_mhz": 49.5,
  "pin_count": 32,
  "finalHoldViolCount": 0,
  "grt-ovfl-total": 0,
  "min-delay-start": "a[7]",
  "synth_stat.cells": 467,
  "track_usage_pct": 17.1,
  "worstPathMaxFanout": 8,
  "p_sw_uw": 80.2,
  "row_count": 39,
  "area_delta_synth_final_pct": 23.0,
  "hold_end": "result[7]",
  "p_clk_share_pct": 0,
  "crit_top_cell": "o21a_1",
  "firstDrtPassIters": 6,
  "power_frac_comb_pct": 99.8,
  "worstPathRequired_ns": 16.64,
  "period_used_pct": 97.2,
  "swShare_pct": 48.6,
  "tightest_slew_ns": 0.802,
  "detail-route-antenna-nets": 0,
  "yosysWarnings": 1,
  "syn_inst": 467,
  "leakagePower_uw": 0.00213,
  "fa_ha_area_share_pct": 37.0,
  "drt-total-wl_um": 10400,
  "largest_area_cell": "ha_1",
  "status": "finished clean",
  "via_per_inst": 5.19,
  "fp.dieH_um": 110,
  "worst_setup_path_start_kind": "primary input",
  "unclocked_pins": 1,
  "top_logic_kind": "adder cells",
  "fp.dieW_um": 110,
  "yosys-top-cells-area": "ha_1, fa_1, o21a_1",
  "syn_area_um2": 3530,
  "peakVddDrop_uv": 21.1,
  "holdCritPathClass": "in -> out",
  "async_flop_share_pct": 0,
  "core_area_um2": 11400,
  "internal-power_uw": 84.9,
  "ys_sh_simple_pct": 15.7,
  "untimed_endpoints": 2,
  "drt_iter0_drc": 118,
  "cp-end-kind": "output pin",
  "final-seq-area_um2": 15.0,
  "ys_types": 52,
  "worstSetupPathType": "in -> out",
  "total_power_uw": 165,
  "logic_area_um2": 3350,
  "place_inst": 638,
  "final_cells": 663,
  "final_cell_mix": "ha_1, inv_1, nor2_1",
  "synth-edff-count": 0,
  "port-buffer-count": 32,
  "relSlewSlack_pct": 46.1,
  "ys_sh_aoi_pct": 26.3,
  "min_path_cells": 5,
  "grt_antenna_before_repair": 0,
  "drive_above_1_share_pct": 13.8,
  "drv_cap": 0,
  "drc": 0,
  "gp_congestion": 0.950,
  "worstPathArrival_ns": 16.05,
  "cp_slowest_cell": "clkdlybuf4s50_1",
  "ys_sh_mux_pct": 3.83,
  "dieArea_um2": 12200,
  "grt_pass1_wl_um": 17000,
  "grt_max_degree": 30,
  "synth_flops": 1,
  "synthXorXnorAreaFrac_pct": 9.43,
  "largest_register_ffs": 1,
  "slew_viol_final": 0,
  "period_minus_slack_ns": 20.21,
  "worstSetupStartpoint": "b[0]",
  "pwr_density_cell_nw_per_um2": 38.0,
  "n_antenna_cell": 0,
  "first_global_vias": 3313,
  "hold_buffers": 0,
  "finish.utilization_pct": 38.0,
  "slowest_delay_ns": 0.49,
  "flop_cell": "dlxtn_1",
  "top_area_share_pct": 29.1,
  "place_hpwl_um": 8090,
  "ys_area_um2": 3530,
  "final_common_cell": "ha_1",
  "p_seq_share_pct": 0.2,
  "fp_util_pct": 30.9,
  "dr_total_vias": 3442
}
-- metrics by stage --
stage / hold WS [ns] / area, µm² / setup TNS (ns) / setup WS [ns]
finish: 9.47 / 4340 / 0 / 0.590
global route: 9.51 / 4340 / -0.155 / -0.155
CTS: 9.60 / 4050 / 0 / 0.0170
detailed placement: 9.61 / 4050 / 0 / 0.0593
floorplan: 8.54 / 3530 / 0 / 1.89
global placement: 9.60 / 4050 / 0 / 0.373
-- power by group through the flow --
stage,clock network (µW),registers [µW],logic [µW]
after global routing,0,0.393,184
after CTS,0,0.365,155
final,0,0.362,165
-- Yosys cell counts, drive strengths merged (3+ instances only) --
master,n
ha,82
inv,52
nor2,47
nand2,35
o21a,28
xnor2,25
nor3,24
o21ai,23
a21oi,21
a21o,19
fa,14
clkbuf,12
mux2,12
o22ai,8
xor2,7
o21bai,6
o211ai,5
a221oi,4
a211oi,3
a22oi,3
buf,3
nand2b,3
nand3,3
-- what timing repair did --
action                                 CTS  global route
endpoints found under the hold margin    0             0
setup endpoints to repair                0             3
gates resized                            0            26
setup buffers                            0            25
-- worst max-delay path by stage --
stage	depth (start not counted)	slack, ns	to
after CTS	63	0.02	parity
after global routing	68	-0.15	parity
final	68	0.59	parity
-- kinds of logic after synthesis --
logic type	Yosys count
xor+xnor	34
fa+ha+maj	96
latches	1
compound gates	135
buf+inv	67
simple gates	122
mux	12
-- critical path: cells and delay by family --
kind / cells / cell delay (ns)
buffers and inverters: 5 / 1.38
AND-OR/OR-AND: 41 / 6.70
AND/OR/NAND/NOR: 11 / 1.10
XOR/XNOR: 2 / 0.30
adder cells (fa/ha/maj): 9 / 2.44
-- final cells by class --
| cell class | instances | share of cell area [%] |
|---|---|---|
| multi-input cells | 399 | 77.2 |
| repair buffers | 68 | 13.8 |
| inverters | 52 | 4.50 |
| well taps | 143 | 4.12 |
| flip-flops and latches | 1 | 0.346 |
-- layer usage --
layer / share of wire, % / global-route usage, %
met3: 3.1 / 0.392
met4: 1.1 / 2.76
met1: 48 / 24.3
met2: 48 / 29.5
met5: 0 / 0
Power is estimated from default activity; no workload was simulated.
