==> flow/design.v <==
module aluadder4bit(X,Y,Z,sign,zero,carry,overflow,parity);
input [15:0]X,Y;
output [15:0]Z;
wire [3:1]t;
output sign,zero,carry,overflow,parity;
assign sign=Z[15];
assign zero=~|Z;
assign parity = ~^Z;
assign overflow = ( (X[15] & Y[15] &~Z[15]) |(~X[15] & ~Y[15] &Z[15]));
aluadder4bit_1 m1(X[3:0],Y[3:0],1'b0,t[1],Z[3:0]);
aluadder4bit_1 m2(X[7:4],Y[7:4],t[1],t[2],Z[7:4]);
aluadder4bit_1 m3(X[11:8],Y[11:8],t[2],t[3],Z[11:8]);
aluadder4bit_1 m4(X[15:12],Y[15:12],t[3],carry,Z[15:12]);
endmodule 
module aluadder4bit_1(A,B,cin,C,S);
input [3:0]A,B;
input cin;
output [3:0]S;
output C;
assign {C,S} = A+B+cin;
endmodule
==> flow/run.sh <==
#!/bin/bash
# OpenROAD 26Q1-2900-gdf79404cd8, Yosys 0.63+post, stock flow scripts
make -C /OpenROAD-flow-scripts/flow DESIGN_CONFIG=/design/flow/config.mk WORK_HOME=/design/flow/orfs finish
==> flow/config.mk <==
export PLATFORM = sky130hd
export DESIGN_NAME = aluadder4bit
export DESIGN_NICKNAME = aluadder4bit
export VERILOG_FILES = /design/flow/design.v
export SDC_FILE = /design/flow/constraint.sdc
export NUM_CORES = 4
export LEC_CHECK = 1
export CORE_AREA = 10 10 92 92
export DIE_AREA = 0 0 102 102
==> flow/constraint.sdc <==
current_design aluadder4bit

set clk_period 9.2
set clk_io_pct 0.2

create_clock -name clk0 -period $clk_period

set non_clock_inputs [all_inputs -no_clocks]
set_input_delay [expr $clk_period * $clk_io_pct] -clock clk0 $non_clock_inputs
set_output_delay [expr $clk_period * $clk_io_pct] -clock clk0 [all_outputs]
==> metrics.yaml <==
placed_design:
  dpl.hpwl_um: 2256
  dpl.cell_count: 229
  numPortBuffers: 53
  post_dp_cell_area_mm2: 0.001481
  gp_congestion: 0.7302
  place_ws_ns: -0.05088
min_path:
  hold_depth: 3
  min_to: "Z[0]"
  hp-class: "input port to primary output"
  min_from: "Y[0]"
timing:
  hold_viol: 0
  fin_tns_setup_ns: 0
  fin_crit_sh_pct: 93.07
  setup_ws_ns: 0.6375
  worstMarginPinSlew_ns: 0.2487
  finalSetupViolCount: 0
  drv_slew: 0
  rsz0062_at_grt: "no"
  max-slew-margin-rel_pct: 83.34
  fin_crit_ns: 8.562
  clock.fmax_mhz: 116.8
synthesis:
  syn_inst: 96
  top_cells_by_count: "28 x inv_1, 22 x ha_1, 12 x xnor2_1"
  top_cell: "inv_1"
  ys_types: 16
  ys_cells: 96
  ys_seq_share_pct: 0
  yosys_warnings: 0
  synthDominantCellAreaShare_pct: 33.08
  top_area_cell: "ha_1"
  avgSynthCellArea_um2: 8.667
  yosys-stat-area_um2: 832.0
  netlist_area_um2: 832.0
  area_leaders: "ha_1 33%, fa_1 17%, inv_1 13%"
floorplanning:
  core-area_mm2: 0.006459
  ioPinCount: 53
  initial_core_util_pct: 12.88
  rows: 29
  dieArea_mm2: 0.01040
  die_x_um: 102
  die_h_um: 102
layout:
  fin_cells: 230
  area_growth_pct: 86.77
  fillers: 700
  design_area_mm2: 0.001554
  clock_buffers: 0
  flop_area_um2: 0
  ff_count: 0
  drive_gt1_share_pct: 13.07
worst_setup_path:
  critical_path_required_ns: 7.36
  worst_setup_path_start_kind: "input port"
  crit_family: "adder cells"
  cp_max_fo: 2
  cp.arrival_ns: 6.72
  crit_buf_inv: 7
  cp_slowest_cell: "fa_2"
  slowest_delay_ns: 0.54
  worst_setup_path_end_kind: "primary output"
  critical_path_class: "input port to primary output"
  worstSetupStartpoint: "X[0]"
detailed_routing:
  viasPerCell: 3.335
  postRouteAntennaNets: 0
  post_drt_wl_per_cell_um: 10.21
  diodes: 0
  drt_iter0_markers: 6
  drc: 0
  dr.pass1.iters: 3
  wirelength_um: 2349
  vias: 767
power_and_ir_drop:
  p_leak_nw: 0.7792
  p_clk_share_pct: 0
  p_seq_share_pct: 0
  power_mw: 0.1943
  switchingPower_mw: 0.06766
  vdd_drop_max_uv: 54.87
  power.share.combinational_pct: 100.0
  p_sw_share_pct: 34.82
  p_per_area_mw_per_mm2: 125.0
  internal-power_mw: 0.1267
run_status:
  status: "finished clean"
job:
  drv_cap: 0
  warning_count: 33
global_route:
  grt_overflow: 0
  grt_antenna_before_repair: 0
  grt_pass1_vias: 880
  grt_pass1_wl_um: 3919
  grt_max_degree: 4
  grt_usage_pct: 4.553
worst max path at each step:
stage / endpoint / slack, ns / cells after the start
global route: zero / 0.30 / 24
CTS: parity / 0.06 / 25
finish: parity / 0.64 / 25
power groups by stage:
| stage | clock network (mW) | logic (mW) | registers, mW |
|---|---|---|---|
| finish | 0 | 0.194 | 0 |
| global route | 0 | 0.218 | 0 |
| CTS | 0 | 0.187 | 0 |
cell type report:
class / count / area (um^2) / area share, %
multi-input combinational: 67 / 782.0 / 50.32
timing repair buffer: 58 / 570.5 / 36.71
inverter: 28 / 105.1 / 6.763
tap: 77 / 96.34 / 6.200
layer usage:
layer | track usage (%) | vias to the layer above | wire, um
li1 | - | 415 | -
met4 | 0 | 0 | 0
met5 | 0 | - | 0
met1 | 5.395 | 323 | 1000
met3 | 1.909 | 0 | 253
met2 | 8.000 | 29 | 1095
cell usage in the layout (no fill, tap or decap), drive strengths merged:
cell           Yosys  routed
clkdlybuf4s50      0      52
a21o              10      10
buf                1       5
nor2               1       1
nor2b              1       1
xor2               4       4
mux2               1       1
ha                22      22
inv               28      28
nand2b             1       1
dlymetal6s2s       0       1
fa                 7       7
xnor2             13      13
nand4              2       2
a21oi              4       4
o21ai              1       1
timing repair:
item	CTS	global route
buffers inserted	0	1
gates resized	2	11
hold buffers	0	0
pin swaps	0	6
setup endpoints to repair	1	1
per-stage QoR:
stage | hold WS [ns] | util, %
after floorplan | 3.771 | -
after global placement | 4.735 | 22.94
after detailed placement | 4.747 | 22.94
after CTS | 4.743 | 23.11
after global routing | 4.764 | 24.06
final | 4.733 | 24.06
kinds of logic (layout without fill, tap and decap cells):
family / after synthesis / count (layout) / synth area share (%)
adder cells (fa/ha/maj): 29 / 29 / 49.92
buffers and inverters: 29 / 86 / 13.53
XOR/XNOR: 17 / 17 / 18.80
AND-OR/OR-AND: 15 / 15 / 12.48
AND/OR/NAND/NOR: 5 / 5 / 3.459
multiplexers: 1 / 1 / 1.804
Power and IR drop assume default switching activity.
