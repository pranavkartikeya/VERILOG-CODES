==> constraint.sdc <==
current_design aluadder

set clk_period 8.5
set clk_io_pct 0.2

create_clock -name clk0 -period $clk_period

set non_clock_inputs [all_inputs -no_clocks]
set_input_delay [expr $clk_period * $clk_io_pct] -clock clk0 $non_clock_inputs
set_output_delay [expr $clk_period * $clk_io_pct] -clock clk0 [all_outputs]
==> config.mk <==
export PLATFORM = sky130hd
export DESIGN_NAME = aluadder
export DESIGN_NICKNAME = aluadder
export VERILOG_FILES = /design/flow/design.v
export SDC_FILE = /design/flow/constraint.sdc
export NUM_CORES = 4
export LEC_CHECK = 1
export CORE_AREA = 10 10 93 93
export DIE_AREA = 0 0 103 103
==> run.sh <==
#!/bin/bash
# OpenROAD 26Q1-2900-gdf79404cd8, Yosys 0.63+post, stock flow scripts
make -C /OpenROAD-flow-scripts/flow DESIGN_CONFIG=/design/flow/config.mk WORK_HOME=/design/flow/orfs finish
==> design.v <==
module aluadder(X,Y,Z,sign,zero,carry,overflow,parity);
input [15:0]X,Y;
output [15:0]Z;
output sign,zero,carry,overflow,parity;
assign {carry,Z}=X+Y;
assign sign=Z[15];
assign zero=~|Z;
assign parity = ~^Z;
assign overflow = ( (X[15] & Y[15] &~Z[15]) |(~X[15] & ~Y[15] &Z[15]));
endmodule 
==> impl_metrics.toml <==
# implementation run metrics
[status]
status = "finished clean"

[grt]
met1_usage_pct = 7.46
grtUsageMet2_pct = 10.9
antenna_found_initial = 0
grt_max_degree = 11
grt.busiest_layer = "met2"
grt_pass1_vias = 1126
grt.total_usage_pct = 6.07
overflow = 0
grtUsageMet3_pct = 1.35
grt_pass1_wl_um = 5310

[sta]
slew_violations = 0
fin_crit_ns = 6.90
hold_viol_final = 0
setup_viol_count_final = 0
rsz0062_at_grt = "no"
timing_worst_slew_pin_value_ns = 0.406
slew_headroom_pct = 72.6
fmax_mhz = 145
timing.final.crit_share_pct = 81.2
finalSetupTns_ns = 0
fin_ws_ns = 1.60

[clock_tree]
cts_resized = 0
post-cts-setup-buffer-count = 0
cts_hold_buffers = 0

[synth]
postSynthCellCount = 143
synth_top_area_share_pct = 28.2
top_cells_by_count = "ha_1, inv_1, xnor2_1"
yosys-stat-area_um2 = 1110
top_area_cell = "ha_1"
adder_share_pct = 30.0
yosys_cells = 143
ys.warnings.count = 0
simple_gate_area_share_pct = 13.2
topCombFamilyByArea = "AND-OR/OR-AND gates"
synth_top_cell_by_count = "ha_1"
synth.avg_cell_area_um2 = 7.75
mux_area_share_pct = 1.92
ys_sh_xor_pct = 15.8
synth.lib_cells_used.distinct = 41
topCellsByArea = "ha_1, xnor2_1, inv_1"
syn-cell-area_um2 = 1110
synthAoiAreaFrac_pct = 30.5
ys_seq_share_pct = 0

[power]
power_frac_clock_pct = 0
vdd_drop_max_mv = 0.0603
intPower_uw = 132
p_switching_uw = 80.0
powerDensity_nw_per_um2 = 124
power_frac_comb_pct = 100.0
swShare_pct = 37.7
seqPwrFrac_pct = 0
leakage_nw = 0.755

[run]
maxCapViolCount = 0
warning_count = 33

[critical_path]
path_cells = "clkdlybuf4s50_1, ha_1, inv_1, fa_1, nor2b_4, o31a_1, o31a_4, a31oi_4, mux2i_1, o2111a_1, ha_1, xnor2_1, xnor2_1, xnor2_1, clkdlybuf4s50_1"
worstSetupPathType = "in2out"
cp.required_ns = 6.80
path_max_fanout = 4
max_stage_delay_ns = 0.51
crit_buf_inv = 3
crit_family = "AND-OR/OR-AND gates"
end_kind = "primary output"
cp-start-kind = "primary input"
critPathMostFrequentCell = "xnor2_1"
cp_data_arrival_time_ns = 5.20
cp_slowest_cell = "clkdlybuf4s50_1"

[route]
via_count = 1114
vias_per_cell = 4.11
route.detailed.drc = 0
wl_per_cell_um = 12.1
first_pass_iters = 4
wl_um = 3280
drt-initial-drc-count = 35
ant_nets = 0
antenna_cells = 0

[placed_design]
place_ws_ns = 1.58
gp_congestion = 0.816
io_buffers = 53
dp_hpwl_um = 3030

[layout]
syn_to_final_growth_pct = 54.4
flop_area_um2 = 0
clkbuf_count = 0
final_layout_size_suffix_gt1_share_pct = 6.81
ff_count = 0

[floorplan]
fp-utilization_pct = 16.4
core.rowCount = 30
dieHeight_um = 103
core-area_um2 = 6760
die_width_um = 103
io_pins = 53
dieArea_um2 = 10600

[worst_hold_path]
hold_class = "in2out"
## cells in the final DEF (no fill, tap or decap), drive strengths merged
| cell type | n |
|---|---|
| o2111ai | 1 |
| nand4 | 2 |
| o31a | 3 |
| a31o | 1 |
| a31oi | 1 |
| inv | 18 |
| xnor2 | 13 |
| nand3b | 1 |
| ha | 25 |
| clkdlybuf4s50 | 53 |
| o2111a | 1 |
| nand3 | 2 |
| a41oi | 1 |
| o21bai | 1 |
| a211oi | 2 |
| mux2 | 1 |
| a21oi | 10 |
| o211ai | 2 |
| nor2b | 2 |
| a21o | 9 |
| nand2b | 1 |
| mux2i | 1 |
| fa | 1 |
| or2 | 2 |
| nand2 | 8 |
| xor2 | 7 |
| nor3b | 1 |
| o21a | 2 |
| nor2 | 8 |
| o21ai | 11 |
## kinds of logic (layout without fill, tap and decap cells)
family / Yosys count / in the layout
muxes: 2 / 2
buffers and inverters: 23 / 71
and+or+nand+nor: 27 / 27
adders and majority gates: 26 / 26
AOI/OAI and AO/OA: 45 / 45
xor gates and xnor gates: 20 / 20
## final timing paths
check  start      to  slack [ns]  depth (start not counted)
max     X[0]  parity        1.60                         15
min     Y[0]    Z[0]        4.46                          3
## metrics by stage
step / cells / utilization [%] / power [mW] / instance area (um2) / hold WS [ns]
2_1_floorplan: 143 / - / 0.115 / 1110 / 3.49
3_3_place_gp: 271 / 25.3 / 0.217 / 1710 / 4.46
3_5_place_dp: 271 / 25.3 / 0.216 / 1710 / 4.48
4_1_cts: 271 / 25.3 / 0.218 / 1710 / 4.47
5_1_grt: 271 / 25.3 / 0.233 / 1710 / 4.52
6_report: 271 / 25.3 / 0.212 / 1710 / 4.46
## power groups by stage
stage	Combinational, mW	Clock, mW	Sequential, mW
4_1_cts	0.218	0	0
5_1_grt	0.233	0	0
6_report	0.212	0	0
## final cells by class
| class | count | area, um2 |
|---|---|---|
| fill | 749 | 5040 |
| inverter | 18 | 67.6 |
| multi-input combinational | 120 | 1010 |
| tap | 80 | 100 |
| timing repair buffer | 53 | 531 |
## per-layer routing
layer  vias up  part of all wire [%]
met5         -                     0
met4         0                  0.64
met3         2                   7.0
met2        26                    49
met1       485                    43
li1        601                     -
Power figures rest on the tool's default switching activity, not on a simulated workload.
